## design/flow/config.mk

```make
export PLATFORM = sky130hd
export DESIGN_NAME = alu
export DESIGN_NICKNAME = alu
export VERILOG_FILES = /design/flow/design.v
export SDC_FILE = /design/flow/constraint.sdc
export NUM_CORES = 4
export LEC_CHECK = 1
export CORE_AREA = 10 10 70 70
export DIE_AREA = 0 0 80 80
```

## design/flow/design.v

```verilog
`timescale 1ns / 1ps
module alu(
    input [2:0] portA,
    input [2:0] portB,
    input [1:0] opcode,
    output [0:6] sseg,
    output signo,
    input clk,
    output wire an,AN,AN1,AN2,AN3,AN4,AN5,AN6,
    input rst
 );
wire [3:0] sal_suma;
wire [3:0] sal_resta;
wire [5:0] sal_mult;
assign an=0;
assign AN=1;
assign AN1=1;
assign AN2=1;
assign AN3=1;
assign AN4=1;
assign AN5=1;
assign AN6=1;
reg [3:0] init; 
wire init_suma;
wire init_resta;
wire init_mult;
assign init_suma= init[0];
assign init_resta=init[1];
assign init_mult=init[2];
assign init_div=init[3];
reg [5:0]int_bcd;
wire [3:0] operacion;
wire rt;
reg rs;
always @(*) begin
	case(opcode) 
		2'b00: init<=1;
		2'b01: init<=2;
		2'b10: init<=4;
	default:
		init <= 0;
	endcase
end
always @(*) begin
	case(opcode) 
		2'b00: 
		begin
		int_bcd <= sal_suma;
		rs <=0;
		end
		2'b01:
		begin
		int_bcd <=sal_resta;
		rs<=rt;
		end
		2'b10: 
		begin
		int_bcd <=sal_mult;
	     rs <=0;
	     end
	default:
		int_bcd <= 0;
	endcase
end
sum4b sum(. init(init_suma),.xi({1'b0,portA}), .yi({1'b0,portB}),.sal(sal_suma));
restador res(. init(init_resta),.xi({1'b0,portA}), .yi({1'b0,portB}),.sal(sal_resta),.sresta(rt));
multiplicador mul( .MR(portA), .MD(portB), .init(init_mult),.clk(clk), .resultado(sal_mult));
BCDtoSSeg bcd( int_bcd,sseg,rs,signo);
endmodule
module BCDtoSSeg (BCD, sseg,rs,signo);
  input [4:0] BCD;
  input rs;
  output reg [6:0] sseg;
output reg signo;
always @ ( * ) begin
    case(rs)
    1'b1:signo=1'b1;
    default:signo=1'b0;
    endcase
  case (BCD)
    4'b0000: sseg = 7'b0000001;  
	4'b0001: sseg = 7'b1111001;  
	4'b0010: sseg = 7'b0010010;  
	4'b0011: sseg = 7'b0000110;  
	4'b0100: sseg = 7'b1001100;  
	4'b0101: sseg = 7'b0100100;  
	4'b0110: sseg = 7'b0100000;  
	4'b0111: sseg = 7'b0001111;  
	4'b1000: sseg = 7'b0000000;  
	4'b1001: sseg = 7'b0001100;  
   4'ha: sseg = 7'b0001000;  
   4'hb: sseg = 7'b1100000;
   4'hc: sseg = 7'b0110001;
   4'hd: sseg = 7'b1000010;
   4'he: sseg = 7'b0110000;
   4'hf: sseg = 7'b0111000;
    default:
    sseg = 7'b1111111;
    endcase
    end
endmodule
`timescale 1ns / 1ps
module multiplicador( input [2:0] MR, 
							 input [2:0] MD, 
							input init, 
							 input clk,  
							 output reg [5:0] resultado, 
							 output reg done
    );
reg [5:0] pp;
reg sh;
reg rst;
reg add;
reg [5:0] A;
reg [2:0] B;
wire z;
reg fin=1;
reg [2:0] status =0;
assign z=(B==0)?1:0;
always @(posedge clk) begin
if(fin)begin
resultado=pp;
end
end
always @(posedge clk) begin
	if (rst) begin
		A = {3'b000,MD};
		B = MR;
	end
	else	begin 
		if (sh) begin
			A= A << 1;
			B = B >> 1;
		end
	end
end 
always @(posedge clk) begin
	if (rst) begin
		pp =0;
	end
	else	begin 
		if (add) begin
		pp =pp+A;
		end
	end
end
parameter START =0,  CHECK =1, ADD =2, SHIFT =3, END1 =4;
always @(MD,MR) begin
	status=START;
end
always @(posedge clk) begin
	case (status)
	START: begin
		sh=0;
		add=0;
		fin=0;
		if (init) begin
			status=CHECK;
			done =0;
			rst=1;
		end
		end
	CHECK: begin 
		done=0;
		rst=0;
		sh=0;
		add=0;
		if (B[0]==1)
			status=ADD;
		else
			status=SHIFT;
		end
	ADD: begin
		done=0;
		rst=0;
		sh=0;
		add=1;
		status=SHIFT;
		end
	SHIFT: begin
		done=0;
		rst=0;
		sh=1;
		add=0;
		if (z==1)
			status=END1;
		else
			status=CHECK;
		end
	END1: begin
		done =1;
		fin=1;
		rst =0;
		sh =0;
		add =0;
	end
	 default:
		status =START;
	endcase 
end 
endmodule
`timescale 1ns / 1ps
module restador(init, xi, yi,sal,sresta);
  input init;
  input [3 :0] xi;
  input [3 :0] yi;
  output [3:0] sal;
  output sresta;
  wire [3:0] st;
  wire rs;
assign st=(xi>yi)? xi-yi:yi-xi;
assign rs=(xi>=yi)? 1'b0:1'b1;
assign sresta=rs;
assign sal= st;
endmodule
`timescale 1ns / 1ps
module sum4b(init, xi, yi,sal);
  input init;
  input [3 :0] xi;
  input [3 :0] yi;
  output [3 :0] sal;
  wire [4:0] st;
  assign sal= st[3:0];
  assign Cout = st[4];
  assign st  = 	xi+yi;
endmodule
```

## design/flow/constraint.sdc

```tcl
current_design alu

set clk_period 5.1
set clk_io_pct 0.2

create_clock -name clk0 -period $clk_period [get_ports {clk}]

set non_clock_inputs [all_inputs -no_clocks]
set_input_delay [expr $clk_period * $clk_io_pct] -clock clk0 $non_clock_inputs
set_output_delay [expr $clk_period * $clk_io_pct] -clock clk0 [all_outputs]
```

## design/flow/run.sh

```bash
#!/bin/bash
# OpenROAD 26Q1-2900-gdf79404cd8, Yosys 0.63+post, stock flow scripts
make -C /OpenROAD-flow-scripts/flow DESIGN_CONFIG=/design/flow/config.mk WORK_HOME=/design/flow/orfs finish
```

==> GITHUB_STEP_SUMMARY <==
## PnR job results

| Metric | Value |
|---|---|
| Relative contribution of the clock network to total power | 0% |
| Total DRC errors in the routed layout | 0 |
| Worst Hold End | sseg[3] |
| YS chip area | 818.3 um2 |
| Startpoint-to-endpoint class of the critical path | input port to output pin |
| Count of input and output buffers | 16 |
| Static leakage | 0.5958 nW |
| Post-Route WL | 2096 um |
| Worst EP arrival | 3.90 ns |
| Count of state elements after synthesis | 1 |
| Pin count of the biggest net entering global routing | 12 |
| Vias in the first global route | slightly above 800 |
| Min Clock Period, post-route | 4.923 ns |
| Worst endpoint required time | 4.08 ns |
| First-pass GRT wire length | 3567 um |
| Register pins left without a clock | 1 |
| Post-Place Cells | 189 |
| Register share of total power | 0.3% |
| Instance tally after logic synthesis | 105 |
| Global-route usage over all layers | 6.421% |
| Run status | finished, final reports clean |
| Iteration-0 DRC Markers | 40 |
| Final cell count without fillers | 189 |
| Summed negative setup slack over all endpoints | 0 ns |
| Total die area | approximately 0.0064 mm2 |
| Vias per inst | 4.349 |
| Ys flop type | dlxtn_1 |
| X dimension of the die | 80 um |
| # Cells Yosys | about 110 |
| Setup repair after global routing missed its margin | false |
| Worst VDD drop | 0.02991 mV |
| Number of cell rows | 21 |
| OpenROAD warning count | 37 |
| Most common logic cell in the routed design | buf_4 |
| Registers with the most flip-flops | rs x1 |
| Final-report hold violation count | 0 |
| Worst hold path startpoint | opcode[1] |
| Maximum clock frequency | 203.1 MHz |
| Warnings from Yosys | 6 |
| Tally of nets with antenna violations remaining after routing | 0 |
| Pint | 0.00008590 W |
| Highest-count cells in the layout ignoring fill and taps | 26 x buf_4, 13 x inv_1, 10 x clkdlybuf4s50_1, 9 x ha_1, 8 x conb_1 |
| Share of the clock period used by the worst path after layout | 96.52% |
| Part of the total power dissipated in combinational logic | 99.7% |
| Final-layout worst hold slack | 3.035 ns |
| Placer Congestion | 0.8661 |
| Net Sw Power | 0.00006517 W |
| Setup violations, final | 0 |
| Floorplan utilization | 23.96% |
| Vias after detailed routing | 822 |
| Worst setup EP type | output pin |
| Synth-to-layout area growth | 53.67% |
| Avg Synthesized Cell Area | approximately 7.8 um2 |
| Number of max-slew violations in the final report | 0 |
| Post-Synthesis Cell Area | 818.3 um2 |
| Number of setup buffers added after CTS | 0 |
| Congestion Overflow GR | 0 |
| DR WL/cell | 11.09 um |
| Total of max-cap violations | 0 |
| Number of antenna violations at the first check in global routing | 0 |
| Startpoint type of the worst setup path | input port |
| Unique masters post-synth | 43 |
| Number of flip-flops in the largest register | 1 |
| Share of final-layout standard cells stronger than drive strength 1 | 30.77% |
| Highest fanout seen on the critical path | 3 |
| Path class of the lowest-slack min-delay path | input port to output pin |
| Number of stages on the worst hold path | 4 |
| Total of hold buffers inserted after clock tree synthesis | 0 |
| Number of unconstrained endpoints | 2 |
| Power density over the cells | 120.1 mW/mm2 |
| Vert. Die Dim | 80 um |
| HPWL after detailed placement | 1801 um |
| Count of flip-flops with a built-in enable after synthesis | 0 |
| Diode count | 0 |
| Number of filler cells placed in the layout | between 300 and 400 |
| Share of the core filled with cells in the final layout | a little under two fifths |
| Placeable core region | 0.003416 mm2 |
| Number of top-level pins | 26 |
| Synth async-reset ratio | 0% |
| Largest reg by FF count | rs |
| Total iterations of the first detailed-routing run | 4 |
| Sw Share | between 40% and 50% |
repair_timing:
action / CTS / global route
cloned: 0 / 0
pin swaps: 4 / 4
setup endpoints to repair: 7 / 7
gates resized: 14 / 8
final cells by class:
cell class / count / area [um2] / share of cell area (%)
Inverter: 15 / 56.30 / 4.478
Multi-Input combinational cell: 84 / 757.0 / 60.20
Sequential cell: 1 / 15.01 / 1.194
Tap cell: 46 / 57.56 / 4.577
Timing Repair Buffer: 43 / 371.6 / 29.55
power by group through the flow:
stage                 clock network (W)  registers [W]  logic [W]
after global routing                  0    0.000000485   0.000168
after CTS                             0    0.000000469   0.000148
final                                 0    0.000000467   0.000151
cell usage after synthesis, types with 2 or more instances:
| master | count | area (um2) |
|---|---|---|
| inv_1 | 15 | 56.30 |
| nand4_1 | 2 | 12.51 |
| mux2i_1 | 7 | 70.07 |
| nand3_1 | 3 | 15.01 |
| buf_4 | 8 | 60.06 |
| ha_1 | 12 | 150.1 |
| nand2b_1 | 3 | 18.77 |
| a21oi_1 | 3 | 15.01 |
| conb_1 | 2 | 7.510 |
| o211ai_1 | 2 | 15.01 |
| o21ai_0 | 2 | 10.01 |
| nand2_1 | 4 | 15.01 |
| o31a_1 | 2 | 17.52 |
| nor3_1 | 5 | 25.02 |
| or3_1 | 2 | 12.51 |
| nor2b_1 | 2 | 12.51 |
| o21ai_1 | 2 | 10.01 |
| fa_1 | 4 | 80.08 |
how the worst max path moves through the flow:
stage,startpoint,end,cells past startpoint
after global routing,portA[0],sseg[3],17
after CTS,portA[0],sseg[0],16
final,portA[0],sseg[2],15
kinds of logic after synthesis:
family          synth area share [%]
simple gates                   20.49
buf+inv                        16.67
compound gates                 23.40
fa+ha+maj                      28.13
mux                            8.563
other cells                   0.9178
latches                        1.834
stage by stage:
stage | instance area [um2] | total power (W) | setup WS [ns]
final | 1257 | 0.0001511 | 0.1775
after global routing | 1257 | 0.0001687 | 0.01396
after CTS | 1227 | 0.0001481 | 0.02245
after detailed placement | 1194 | 0.0001423 | -0.5585
after global placement | 1194 | 0.0001408 | -0.5900
after floorplan | 840.8 | 0.00007360 | 0.4732
per-layer routing:
metal  vias to the layer above  GRT usage, %  part of all wire, %  routed length [um]
met2                         8         10.91                   50                1052
met5                         -             0                    0                   0
met1                       376         8.733                   45                 948
met3                         0        0.9091                  4.6                  96
li1                        438             -                    -                   -
met4                         0        0.3521                    0                   0
critical path, cell delays in order:
cell and delay, ns:
dlygate4sd2_1 0.21, inv_1 0.05, ha_2 0.18, inv_2 0.05, fa_2 0.17, inv_1 0.05
fa_2 0.36, a31oi_4 0.18, mux2i_1 0.09, or3_4 0.40, buf_4 0.16, ha_2 0.19
buf_4 0.14, o22ai_1 0.15, clkdlybuf4s50_1 0.49
Power is estimated from default activity; no workload was simulated.
